==> flow/design.v <==
module water_led
#(
    parameter  CNT_MAX = 25'd24_999_999
)
(
    input sys_clk,
    input sys_rst_n,
    output wire [3:0] led_out
);
reg [24:0] cnt;
reg cnt_flag;
reg [3:0] led_out_reg;
reg direction; 
always@(posedge sys_clk or negedge sys_rst_n)
    if(sys_rst_n == 1'b0)
        cnt <= 25'd0;
    else if(cnt == CNT_MAX)
        cnt <= 25'd0;
    else 
        cnt <= cnt + 25'd1;
always@(posedge sys_clk or negedge sys_rst_n)
    if(sys_rst_n == 1'b0)
        cnt_flag <= 1'b0;
    else if(cnt == CNT_MAX - 1'd1)
        cnt_flag <= 1'b1;
    else
        cnt_flag <= 1'b0;
always@(posedge sys_clk or negedge sys_rst_n)
    if(sys_rst_n == 1'b0)
        direction <= 1'b0;
    else if(led_out_reg == 4'b1000 && cnt_flag == 1'b1)
        direction <= 1'b1;
    else if(led_out_reg == 4'b0001 && cnt_flag == 1'b1)
        direction <= 1'b0;
    else 
        direction <= direction;
always@(posedge sys_clk or negedge sys_rst_n)
    if(sys_rst_n == 1'b0)
        led_out_reg <= 4'b0001; 
    else if(led_out_reg == 4'b1000 && cnt_flag == 1'b1)
        led_out_reg <= 4'b0100;
    else if(led_out_reg == 4'b0001 && cnt_flag == 1'b1)
        led_out_reg <= 4'b0010;
    else if(cnt_flag == 1'b1 && direction == 1'b1) 
        led_out_reg <= led_out_reg >> 1'b1;
    else if(cnt_flag == 1'b1 && direction == 1'b0) 
        led_out_reg <= led_out_reg << 1'b1;
    else 
        led_out_reg <= led_out_reg;
assign led_out = ~led_out_reg;
endmodule
==> flow/run.sh <==
#!/bin/bash
# OpenROAD 26Q1-2900-gdf79404cd8, Yosys 0.63+post, stock flow scripts
make -C /OpenROAD-flow-scripts/flow DESIGN_CONFIG=/design/flow/config.mk WORK_HOME=/design/flow/orfs finish
==> flow/config.mk <==
export PLATFORM = sky130hd
export DESIGN_NAME = water_led
export DESIGN_NICKNAME = water_led
export VERILOG_FILES = /design/flow/design.v
export SDC_FILE = /design/flow/constraint.sdc
export NUM_CORES = 4
export LEC_CHECK = 1
export CORE_AREA = 10 10 100 100
export DIE_AREA = 0 0 110 110
==> flow/constraint.sdc <==
current_design water_led

set clk_period 3.5
set clk_io_pct 0.2

create_clock -name clk0 -period $clk_period [get_ports {sys_clk}]

set non_clock_inputs [all_inputs -no_clocks]
set_input_delay [expr $clk_period * $clk_io_pct] -clock clk0 $non_clock_inputs
set_output_delay [expr $clk_period * $clk_io_pct] -clock clk0 [all_outputs]
==> results.json <==
{
  "antenna_found_initial": 0,
  "grt_pass1_vias": 1018,
  "reg2reg_to": "cnt[22]$_DFF_PN0_",
  "synth_cell_type_count": 33,
  "worst_path_max_delay_cell": "sky130_fd_sc_hd__or4_1",
  "dominantRegCellSynth": "sky130_fd_sc_hd__dfrtp_1",
  "critical_r2r_launch": "cnt[0]$_DFF_PN0_",
  "flip_flop_count_of_the_largest_register_after_layout": 25,
  "antenna_left": 0,
  "static-leakage-power_uw": 0.000716,
  "cts.hold.buffers_added": 0,
  "floorplan.io_pins": 6,
  "wire_per_inst_um": 10.2,
  "worstHoldPathType": "reg -> reg",
  "layout-drive-gt1-share_pct": 9.76,
  "final-hold-violation-count": 0,
  "drt_wl_total_um": 2710,
  "chip_area_mm2": 0.0121,
  "post-synth-top-area-fraction_pct": 49.8,
  "crit_path_start": "cnt[0]$_DFF_PN0_",
  "synth_cells": 152,
  "post_synth_most_frequent_cells": "sky130_fd_sc_hd__dfrtp_1, sky130_fd_sc_hd__nor2_1, sky130_fd_sc_hd__o21ai_0",
  "grt_first_pass_wirelength_um": 4860,
  "critical-path-max-stage-delay_ns": 0.51,
  "finalSetupViolCount": 0,
  "yosys-stat-cells": 152,
  "r2r_slack_ns": 1.48,
  "worst-path-max-fanout": 11,
  "synth.comb.largest_family": "simple AND/OR/NAND/NOR gates",
  "openroad.warnings": 26,
  "final-instance-count-excl-fill": 266,
  "ys_warn_count": 1,
  "drt_iter0_markers": 112,
  "ys_chip_area_mm2": 0.00151,
  "synth_area_per_cell_um2": 9.91,
  "critPathKind": "reg -> reg",
  "fp-row-count": 32,
  "core_area_mm2": 0.00781,
  "rr_worst_depth": 5,
  "drc": 0,
  "cts_tree": "yes",
  "edf_count": 0,
  "sum_of_negative_setup_slack_ns": 0,
  "synth-simple-area-share_pct": 24.8,
  "cts_resized": 0,
  "place_hpwl_um": 1910,
  "routed_via_density": 4.14,
  "max_slew.worst_pin.slew_ns": 0.732,
  "floorplan.initialDensity_pct": 19.3,
  "synthMostInstantiatedCell": "sky130_fd_sc_hd__dfrtp_1",
  "worstSetupEndpointType": "flop",
  "area_added_between_synthesis_and_finish_pct": 17.4,
  "dp.cells": 258,
  "synth_seq_share_pct": 51.6,
  "antennaDiodeCount": 0,
  "synth_compound_gate_area_share_pct": 9.39,
  "num_vias": 1101,
  "critPathArrivalTime_ns": 2.22,
  "final_critical_path_share_of_the_clock_period_pct": 57.6,
  "final_max_slew_viol_count": 0,
  "path_clk_slew_ns": 0.06,
  "post_synth_top_area_cell": "sky130_fd_sc_hd__dfrtp_1",
  "fp.dieH_um": 110,
  "final_core_utilization_pct": 22.6,
  "worstSkewPairLatency_ns": 0.28,
  "synth_adder_area_share_pct": 1.66,
  "fmax_mhz": 496,
  "timing.critical_path.from_type": "flop",
  "die_w_um": 110,
  "required_ns": 3.71,
  "finalWeightedCongestion": 0.795,
  "min_period_ns": 2.02,
  "postCtsSetupBuffers": 0,
  "status": "finished clean",
  "clockBufferDepth": 2,
  "detail_route.first_pass.iterations": 4,
  "cts.htree.levels": 2,
  "critical_path_cell_list": "ha_1 > and4_1 > nand4_1 > or4_1 > a21oi_1",
  "critical_path.endpoint": "cnt[22]$_DFF_PN0_",
  "synth_flop_count": 31,
  "cp_num_cells": 5,
  "post_synth_instance_area_mm2": 0.00151,
  "crit_buf_inv": 0,
  "grt.total_usage_pct": 4.79,
  "rsz0062_at_grt": "no",
  "synth-xor-area-share_pct": 8.72,
  "clock-sinks": 31,
  "synth.area.mux_share_pct": 0.748,
  "cp_top_family": "simple AND/OR/NAND/NOR gates",
  "global_route.overflow_total": 0,
  "worst_slew_margin_rel_pct": 50.7,
  "numPortBuffers": 5,
  "grt_start_max_net_pins": 32,
  "async_flop_share_pct": 100,
  "topCellsByArea": "sky130_fd_sc_hd__dfrtp_1, sky130_fd_sc_hd__xor2_1, sky130_fd_sc_hd__nand4_1",
  "ir_drop_mv": 0.246,
  "power_per_cell_area_mw_per_mm2": 355,
  "finClkSkew_ns": 0.00565,
  "ctsRootBufferMaster": "sky130_fd_sc_hd__clkbuf_8",
  "tritoncts.num_buffers": 5,
  "maxCapViolCount": 0
}
## final cells by class
| type | instances | area, µm² |
|---|---|---|
| clock buffer | 7 | 76.3 |
| clock inverter | 1 | 5.00 |
| fill | 841 | 6040 |
| inverter | 9 | 33.8 |
| multi-input combinational | 109 | 683 |
| sequential | 31 | 777 |
| tap | 102 | 128 |
| timing repair buffer | 7 | 65.1 |
## kinds of logic (layout without fill, tap and decap cells)
logic type                 Yosys count  after routing
and+or+nand+nor                     65             65
DFF                                 31             31
AOI/OAI and AO/OA                   26             26
xor gates and xnor gates            15             15
buffers and inverters               12             24
adders and majority gates            2              2
muxes                                1              1
## routing by layer
metal	up-vias	wire length [µm]	GRT usage, %
met3	5	103	1.41
met4	0	38	0.929
met1	511	1400	7.00
met5	-	0	0
met2	17	1160	6.94
li1	568	-	-
## cell usage in the layout, fill, tap and decap left out, drive strengths merged
master / instances
dfrtp: 30
nor2: 15
o21ai: 12
nand4: 11
nand3: 10
xor2: 10
inv: 9
a21oi: 9
nand2: 8
clkbuf: 7
or3: 6
xnor2: 5
clkdlybuf4s50: 5
and4: 4
and3: 2
nor4b: 2
ha: 2
buf: 2
or4: 2
nor3: 2
and2: 1
o31ai: 1
and4bb: 1
nor4: 1
a31o: 1
a22oi: 1
a31oi: 1
o22ai: 1
mux2: 1
clkinv: 1
dfstp: 1
## how the worst min path moves through the flow
stage	from	to	slack (ns)	cells after the start
4_1_cts	cnt[23]$_DFF_PN0_	cnt[23]$_DFF_PN0_	0.52	1
5_1_grt	cnt[23]$_DFF_PN0_	cnt[23]$_DFF_PN0_	0.53	1
6_report	cnt[23]$_DFF_PN0_	cnt[23]$_DFF_PN0_	0.51	1
## worst reg2reg max path, cell delays in order (launching register included)
cell	delay, ns
sky130_fd_sc_hd__dfrtp_1	0.42
sky130_fd_sc_hd__ha_1	0.24
sky130_fd_sc_hd__and4_1	0.29
sky130_fd_sc_hd__nand4_1	0.34
sky130_fd_sc_hd__or4_1	0.51
sky130_fd_sc_hd__a21oi_1	0.15
## report_power, final
group          switching, µW  total (µW)  internal (µW)
registers                  0         359            359
clock network            122         261            139
logic                   6.64        8.34           1.70
## stage by stage
step                      hold slack (ns)  setup WS, ns  instance area, µm²  power, µW
final                               0.512          1.48                1770        628
after global routing                0.532          1.26                1770        660
after CTS                           0.516          1.48                1770        643
after detailed placement            0.507          1.49                1690        374
after global placement              0.497          1.54                1690        374
after floorplan                     0.404          1.79                1510        365
Power figures rest on the tool's default switching activity, not on a simulated workload.
