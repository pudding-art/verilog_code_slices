$ cat design/flow/design.v
module key_touch(
	input sys_clk,
	input sys_rst_n,
	input key_in,
	output reg led_out 
);
parameter CNT_MAX = 25'd24_999_999;
reg reg_key_in; 
reg key_flag; 
reg led_out_flag; 
reg [24:0] cnt; 
always@(posedge sys_clk or negedge sys_rst_n)
	if(sys_rst_n == 1'b0)
		reg_key_in <= 1'b0;
	else
		reg_key_in <= key_in;
always@(posedge sys_clk or negedge sys_rst_n)
	if(sys_rst_n == 1'b0)
		key_flag <= 1'b0;
	else if(~key_in &&reg_key_in) 
		key_flag <= 1'b1;
	else
	 	key_flag<= 1'b0;
always@(posedge sys_clk or negedge sys_rst_n)
	if(sys_rst_n == 1'b0)
		led_out_flag <= 1'b1;
	else if(key_flag == 1'b1)
		led_out_flag <= ~led_out_flag;
	else	
		led_out_flag <= led_out_flag;
always@(posedge sys_clk or negedge sys_rst_n)
	if(sys_rst_n == 1'b0)
		cnt <= 1'b0;
	else if(led_out_flag == 1'b1)
		cnt <= 1'b0;
	else if(cnt == CNT_MAX)
		cnt <= 1'b0;
	else 
		cnt <= cnt + 1'b1;
reg led_out_flag_nedge;
reg led_out_flag_reg;
always@(posedge sys_clk or negedge sys_rst_n)
	if(sys_rst_n == 1'b0)
		led_out_flag_reg <= 1'b0;
	else 
		led_out_flag_reg <= led_out_flag;
always@(posedge sys_clk or negedge sys_rst_n)
	if(sys_rst_n == 1'b0)
		led_out_flag_nedge <= 1'b0;
	else if(~led_out_flag && led_out_flag_reg)
		led_out_flag_nedge <= 1'b1;
	else 
		led_out_flag_nedge <= 1'b0;
always@(posedge sys_clk or negedge sys_rst_n)
	if(sys_rst_n == 1'b0)
		led_out <= 1'b1;
	else if(led_out_flag == 1'b1) 
		led_out <= 1'b1;
	else if(led_out_flag_nedge == 1'b1)
		led_out <= 1'b0;
	else if(cnt == CNT_MAX) 
		led_out <= ~led_out;
	else 
		led_out <= led_out;
endmodule
$ cat design/flow/constraint.sdc
current_design key_touch

set clk_period 3.2
set clk_io_pct 0.2

create_clock -name clk0 -period $clk_period [get_ports {sys_clk}]

set non_clock_inputs [all_inputs -no_clocks]
set_input_delay [expr $clk_period * $clk_io_pct] -clock clk0 $non_clock_inputs
set_output_delay [expr $clk_period * $clk_io_pct] -clock clk0 [all_outputs]
$ cat design/flow/run.sh
#!/bin/bash
# OpenROAD 26Q1-2900-gdf79404cd8, Yosys 0.63+post, stock flow scripts
make -C /OpenROAD-flow-scripts/flow DESIGN_CONFIG=/design/flow/config.mk WORK_HOME=/design/flow/orfs finish
$ cat design/flow/config.mk
export PLATFORM = sky130hd
export DESIGN_NAME = key_touch
export DESIGN_NICKNAME = key_touch
export VERILOG_FILES = /design/flow/design.v
export SDC_FILE = /design/flow/constraint.sdc
export NUM_CORES = 4
export LEC_CHECK = 1
export CORE_AREA = 10 10 108 108
export DIE_AREA = 0 0 118 118
==> impl_metrics.ini <==
; flow metrics
[setup_path]
arrival_ns = 2.48
path_buffers = 0
required_ns = 3.33
cpPeakStageDelay_ns = 0.72
path_class = flip-flop to flip-flop
rr_endpoint = cnt[9]$_DFF_PN0_
cp_max_fo = 24
endpoint = cnt[9]$_DFF_PN0_
worst-path-stages = 4
cp-end-kind = flip-flop
cp_top_family = simple AND/OR/NAND/NOR gates
path_cells = or4_1 -> nor4_1 -> a21o_1 -> nor2_1
worstRegToRegCells = 4
worst-r2r-setup-slack_ns = 0.85
critPathSlowestCell = a21o_1
setup.worst_path.start_class = flip-flop
timing.rr.start = cnt[15]$_DFF_PN0_
crit_start = cnt[15]$_DFF_PN0_

[cts]
cts_sinks = 31
clk_root_buffer_cell = clkbuf_8
hold_buffers = 0
clk_latency_ns = 0.28
clk_pin_slew_ns = 0.07
htree_num_levels = 2
cts_buffers = 5
cts_tree = built
cts_resized = 0
clock_path_buffers = 2
postCtsSetupBuffers = 0

[cells_and_area]
largest_reg_flops = 25
layout_top_cells = dfrtp_1 (29), nor2_1 (15), a21oi_1 (14)
lay_top_count = dfrtp_1
fillerInstances = 1039
areaGrowthSynthToFinish_pct = 18.8
drive_gt1_frac = 0.0903

[final_timing]
drv_slew = 0
slew_headroom = 0.468
rsz0062_at_grt = no
setup_violations = 0
skew_ns = 0.00783
fin_crit_ns = 2.35
fmaxAchievable_ghz = 0.425
worstMarginPinSlew_ns = 0.798
finalHoldViolations = 0
final.setup.tns_ns = 0
fin_crit_sh = 0.736

[pwr]
power.leakage_uw = 0.000635
cellPowerDensity_nw_per_um2 = 566
ir_drop_uv = 472
power_uw = 1000

[floorplanning]
rows = 35
die_h_um = 118
fp_util = 0.160
die_width_um = 118
io_pins = 4
fp.coreArea_um2 = 9280
dieArea_um2 = 13900

[detailed_routing]
routedWlPerCell_um = 9.49
drt_iter0_markers = 86
routed_wl_um = 2700
ant_nets = 0
drc = 0
diodes = 0
vias = 1116
via_per_inst = 3.93
detail_route.first_pass.iterations = 7

[synth]
async_flop_share = 1.00
syn_area_um2 = 1490
synth.area.top_cells = dfrtp_1 (49%), a21oi_1 (4.7%), xnor2_1 (4.7%), or4_1 (4.0%), nor2_1 (3.8%)
yosys.area.top_type = dfrtp_1
synth_cells = 148
ys_seq_frac = 0.523
top_cell_area_share = 0.488
numSynthFlops = 31
yosys_area_um2 = 1490
syn_avg_cell_area_um2 = 10.1
edf_count = 0
ys_cells = 148
synthFlopType = dfrtp_1
yosysUniqueCellTypes = 28
ys_warn_count = 1

[global_route]
grt_max_degree = 32
grt_first_pass_wirelength_um = 4800
grt_pass1_vias = 1045
grt_usage = 0.0388
grt.overflow.total = 0
antenna_found_initial = 0

[placement]
gp_congestion = 0.785
port_buffers = 3
dp_hpwl_um = 1750

[job]
drv_cap = 0
warnings = 25

[worst_hold_path]
hold_class = flip-flop to flip-flop

[outcome]
status = completed
[cell type report]
| cell class | count | area [um^2] | area share |
|---|---|---|---|
| inverter | 4 | 15.0 | 0.00849 |
| timing repair buffer | 4 | 37.5 | 0.0212 |
| clock inverter | 2 | 35.0 | 0.0198 |
| sequential | 31 | 778 | 0.440 |
| tap | 129 | 161 | 0.0913 |
| clock buffer | 6 | 82.6 | 0.0467 |
| multi-input combinational | 108 | 658 | 0.372 |
[layer usage]
| layer | share of wire | global-route usage |
|---|---|---|
| met5 | 0 | 0 |
| met4 | 0.0022 | 0.00541 |
| met3 | 0.052 | 0.0126 |
| met2 | 0.44 | 0.0563 |
| met1 | 0.50 | 0.0563 |
[through the flow]
step	cell area, um^2	setup WS, ns	hold slack [ns]	utilization	instances
6_report	1770	0.846	0.398	0.190	284
2_1_floorplan	1490	1.29	0.344	-	148
3_5_place_dp	1650	0.900	0.391	0.178	276
3_3_place_gp	1650	0.937	0.384	0.178	276
4_1_cts	1770	0.854	0.400	0.190	284
5_1_grt	1770	0.720	0.420	0.190	284
[Yosys cell counts (2+ instances only)]
| cell type | instances |
|---|---|
| a21oi_1 | 14 |
| buf_2 | 2 |
| buf_6 | 2 |
| dfrtp_1 | 29 |
| dfstp_2 | 2 |
| inv_1 | 4 |
| nand2_1 | 9 |
| nand2b_1 | 2 |
| nand3_1 | 8 |
| nand4_1 | 5 |
| nor2_1 | 15 |
| nor2b_1 | 2 |
| nor3_1 | 3 |
| nor4_1 | 3 |
| o21ai_0 | 6 |
| o31ai_1 | 7 |
| or3_1 | 7 |
| or4_1 | 8 |
| or4_4 | 2 |
| xnor2_1 | 8 |
| xor2_1 | 3 |
[power by group]
group | total [uW] | internal [uW] | leakage (uW) | switching [uW]
sequential | 479 | 440 | 0.000417 | 38.9
clock | 394 | 252 | 0.0000612 | 143
combinational | 127 | 45.8 | 0.000156 | 81.3
[kinds of logic after synthesis]
| logic type | count (synthesis) | synth area share |
|---|---|---|
| flops | 31 | 0.523 |
| compound gates | 29 | 0.114 |
| buf+inv | 9 | 0.0345 |
| fa+ha+maj | 1 | 0.00841 |
| simple gates | 67 | 0.255 |
| xor+xnor | 11 | 0.0648 |
[worst min-delay path by stage]
stage / from / endpoint / slack, ns / depth (start not counted)
finish: key_flag$_DFF_PN0_ / led_out_flag$_DFFE_PN1P_ / 0.40 / 1
CTS: key_flag$_DFF_PN0_ / led_out_flag$_DFFE_PN1P_ / 0.40 / 1
global route: key_flag$_DFF_PN0_ / led_out_flag$_DFFE_PN1P_ / 0.42 / 1
No activity file was given, so power comes from the tool's default toggle rates.
